<file path="./run.sh">
#!/bin/bash
# OpenROAD 26Q1-2900-gdf79404cd8, Yosys 0.63+post, stock flow scripts
make -C /OpenROAD-flow-scripts/flow DESIGN_CONFIG=/design/flow/config.mk WORK_HOME=/design/flow/orfs finish
</file>
<file path="./config.mk">
export PLATFORM = sky130hd
export DESIGN_NAME = data_forwarding_unit
export DESIGN_NICKNAME = data_forwarding_unit
export VERILOG_FILES = /design/flow/design.v
export SDC_FILE = /design/flow/constraint.sdc
export NUM_CORES = 4
export LEC_CHECK = 1
export CORE_AREA = 10 10 70 70
export DIE_AREA = 0 0 80 80
</file>
<file path="./constraint.sdc">
current_design data_forwarding_unit

set clk_period 1.9
set clk_io_pct 0.2

create_clock -name clk0 -period $clk_period

set non_clock_inputs [all_inputs -no_clocks]
set_input_delay [expr $clk_period * $clk_io_pct] -clock clk0 $non_clock_inputs
set_output_delay [expr $clk_period * $clk_io_pct] -clock clk0 [all_outputs]
</file>
<file path="./design.v">
module data_forwarding_unit(
    input logic [31:0] current_instruction,EX_MEM_instruction, MEM_WB_instruction,
    input logic Reg_write_EX_MEM, Reg_write_MEM_WB,
    output logic [1:0] ctrl_alu_src1, ctrl_alu_src2,
    output logic [1:0] sw_ctrl
);
    reg [4:0] rd_ex_mem, rd_mem_wb;
    reg [4:0] rs1, rs2;
    reg sw_flag;
    assign rs1 = current_instruction[19:15];  
    assign rs2 = current_instruction[24:20];  
    assign rd_ex_mem = EX_MEM_instruction[11:7];  
    assign rd_mem_wb = MEM_WB_instruction[11:7];  
    assign sw_flag = (current_instruction[6:0] == 7'b0100011);  
    always_comb begin
        if (Reg_write_EX_MEM && (rd_ex_mem != 0) && (rd_ex_mem == rs1)) begin
            ctrl_alu_src1 = 2'b01;  
        end else if (Reg_write_MEM_WB && (rd_mem_wb != 0) && (rd_mem_wb == rs1)) begin
            ctrl_alu_src1 = 2'b10;  
        end else begin
            ctrl_alu_src1 = 2'b00;  
        end
        if (Reg_write_EX_MEM && (rd_ex_mem != 0) && (rd_ex_mem == rs2)) begin
            ctrl_alu_src2 = 2'b01;  
        end else if (Reg_write_MEM_WB && (rd_mem_wb != 0) && (rd_mem_wb == rs2)) begin
            ctrl_alu_src2 = 2'b10;  
        end else begin
            ctrl_alu_src2 = 2'b00;  
        end
        if (sw_flag && (rd_ex_mem != 0) && EX_MEM_instruction[6:0]==7'b0000011) begin  
            sw_ctrl = 2'b11;  
        end else if (sw_flag && (rd_ex_mem != 0) && (rd_ex_mem == rs2)) begin
            sw_ctrl = 2'b01;  
        end else if (sw_flag && (rd_mem_wb != 0) && (rd_mem_wb == rs2)) begin
            sw_ctrl = 2'b10;  
        end else begin
            sw_ctrl = 2'b00;  
        end
    end
endmodule
module hazard_detection_unit(
    input logic [6:0] opcode,  
    input logic Mem_read_EX_MEM, 
    input logic [4:0] rd_ex_mem,
    input logic [4:0] rs1, rs2,
    output logic stall
);
    always_comb begin
        if (opcode == 7'b0100011) begin  
            stall = 1'b0;  
        end else if (Mem_read_EX_MEM  && ((rd_ex_mem == rs1) || (rd_ex_mem == rs2))) begin
            stall = 1'b1;  
        end else begin
            stall = 1'b0;  
        end
    end
endmodule
module branch_predictor(
    input logic branch,
    input logic Zero,
    output logic flush
);
    always_comb begin
        if (branch && Zero) begin
            flush = 1'b1;  
        end else begin
            flush = 1'b0;  
        end
    end
endmodule
</file>
==> impl_metrics.ini <==
; synthesis and place-and-route metrics
[critical_path]
cp_max_fo = 2
worst_setup_path_end_kind = primary output
crit_start = current_instruction[3]
critPathMaxStageDelay_ps = 530
cp.required_ps = 1520
slowest_stage = or4b_4
worst_setup_path_start_kind = input port
crit_type = input port to primary output
arrival_ps = 1670
cp_cell_sequence = buf_6 -> or4b_4 -> nor3_4 -> buf_4 -> nand2_2 -> o31ai_2 -> buf_2

[sta]
rsz0062_at_grt = yes
fin_crit_sh_pct = 108
slew_violations = 0
slew_headroom_pct = 80.9
layout_setup_ws_ps = -151
setup_violations = 2
period_needed_ps = 2050
hold_violations = 0
max_slew.worst_pin.slew_ps = 283
fmax_ghz = 0.488

[synthesis]
synth-area-yosys_um2 = 355
synth.distinct_cells = 14
yosys_cells = 50
synth_seq_share_pct = 0
yosysWarningCount = 6
syn_area_um2 = 355
syn_area_per_cell_um2 = 7.11
netlist_instances = 50

[status]
status = finished with violations
failed_checks = negative setup slack

[final_layout]
final_cell_mix = 14 x buf_4, 11 x clkdlybuf4s50_1, 10 x buf_2, 9 x xnor2_1, 9 x dlygate4sd2_1
lay_top_count = buf_4
nClkBuffers = 0
numSequentialCells = 0
final_cells = 157
regArea_um2 = 0
layout-drive-gt1-share_pct = 50.5
syn_to_final_growth_pct = 191
fillers = 377

[floorplan]
chip_area_mm2 = 0.00640
initCoreUtil_pct = 10.4
core-area_mm2 = 0.00342
rows = 21
die_w_um = 80
die_h_um = 80
io_pins = 104

[run]
maxCapViolCount = 0
tool_warnings = 96

[worst_hold_path]
hold_start = EX_MEM_instruction[10]
worstHoldPathType = input port to primary output

[placement]
gp_congestion = 0.856
portBuffers = 42
dp_cells = 151
dp_hpwl_mm = 1.70
dpl_worst_slack_ps = -882

[drt]
dr.pass1.iters = 2
drc_errors = 0
via_count = 582
finalWirelength_mm = 1.98
via_per_inst = 3.71
drtIter0Drc = 5
wl_per_cell_um = 12.6
antenna_left = 0
num_antenna_cells = 0

[clocking]
cts_hold_buf = 0

[grt]
track_usage_pct = 5.95
grt_max_degree = 4
globalRouteOverflowTotal = 0
antenna_found_initial = 0
grt_pass1_vias = 681
grt_pass1_wl_mm = 3.11

[pwr]
cellPowerDensity_mw_per_mm2 = 183
ir_drop_mv = 0.0826
p_leak_nw = 0.440
-- metrics by stage --
step                      utilization, %  TNS [ps]  area [um2]  power [mW]  hold WS (ps)
after floorplan                        -         0         355      0.0502           840
after global placement              27.3     -4040         931       0.170          1720
after detailed placement            27.3     -4030         931       0.171          1700
after CTS                           29.7      -303        1010       0.183          1310
after global routing                30.3      -443        1030       0.204          1270
final                               30.3      -271        1030       0.190          1220
-- power by group --
part           switching [mW]  internal, mW  total, mW
Sequential                  0             0          0
Combinational          0.0768         0.113      0.190
Clock                       0             0          0
Total                  0.0768         0.113      0.190
-- timing repair --
| action | 4_1_cts | 5_1_grt |
|---|---|---|
| setup buffers | 5 | 1 |
| endpoints found under the setup margin | 6 | 6 |
| pin swaps | 22 | 4 |
| resized | 83 | 16 |
-- worst paths after layout --
check / depth (start not counted) / end
hold / removal: 5 / ctrl_alu_src2[0]
setup / recovery: 7 / sw_ctrl[1]
-- synthesized netlist by cell type, drive strengths merged --
library cell | n | area [um2]
a21bo | 1 | 10.0
nand2 | 7 | 26.3
nand3 | 4 | 20.0
nand4 | 1 | 6.26
nor2 | 2 | 7.51
nor3 | 8 | 51.3
nor3b | 2 | 15.0
nor4 | 1 | 6.26
nor4b | 1 | 8.76
o31ai | 2 | 15.0
or4b | 1 | 13.8
xnor2 | 12 | 105
xor2 | 8 | 70.1
-- area by class of cell --
| cell class | count | area, um2 | area share (%) |
|---|---|---|---|
| Tap cell | 46 | 57.6 | 5.56 |
| Multi-Input combinational cell | 50 | 473 | 45.7 |
| Timing Repair Buffer | 61 | 504 | 48.7 |
-- routing by layer --
layer	vias up	global-route usage [%]	part of all wire, %
met5	-	0	0
met4	0	0	0
met3	0	3.18	14
met2	32	8.75	39
met1	251	7.96	47
li1	299	-	-
-- critical path, delay by kind of cell --
| kind | cells | cell delay, ps |
|---|---|---|
| AND-OR/OR-AND | 1 | 220 |
| AND/OR/NAND/NOR | 3 | 720 |
| buffers and inverters | 3 | 360 |
-- logic make-up (layout without fill, tap and decap cells) --
group / Yosys count / after routing / share of synthesized area [%]
AOI/OAI and AO/OA: 3 / 3 / 7.04
xor gates and xnor gates: 20 / 20 / 49.3
buffers and inverters: 0 / 61 / 0
and+or+nand+nor: 27 / 27 / 43.7
Power figures rest on the tool's default switching activity, not on a simulated workload.
