**design/flow/run.sh**
```bash
#!/bin/bash
# OpenROAD 26Q1-2900-gdf79404cd8, Yosys 0.63+post, stock flow scripts
make -C /OpenROAD-flow-scripts/flow DESIGN_CONFIG=/design/flow/config.mk WORK_HOME=/design/flow/orfs finish
```
**design/flow/config.mk**
```make
export PLATFORM = sky130hd
export DESIGN_NAME = PC_updater
export DESIGN_NICKNAME = PC_updater
export VERILOG_FILES = /design/flow/design.v
export SDC_FILE = /design/flow/constraint.sdc
export NUM_CORES = 4
export LEC_CHECK = 1
export CORE_UTILIZATION = 30
```
**design/flow/constraint.sdc**
```tcl
current_design PC_updater

set clk_period 14.8
set clk_io_pct 0.2

create_clock -name clk0 -period $clk_period [get_ports {clk}]

set non_clock_inputs [all_inputs -no_clocks]
set_input_delay [expr $clk_period * $clk_io_pct] -clock clk0 $non_clock_inputs
set_output_delay [expr $clk_period * $clk_io_pct] -clock clk0 [all_outputs]
```
**design/flow/design.v**
```verilog
module PC_updater (
    input  logic        clk,
    input  logic        rst,
    input  logic        branch,
    input  logic        stall,
    input  logic [31:0] branch_offset,  
    output logic [31:0] PC
);
    reg [31:0] PC_4,PC_reg,PC_reg2,branched_PC,branched_PC_reg;
    assign PC_4=PC+ 32'h00000004;  
    assign branched_PC = PC_reg2 + branch_offset;  
    always_ff @(posedge clk or posedge rst) begin
        if (rst)
            PC <= 32'h00000000;
        else begin
                PC_reg <= PC;  
                PC_reg2 <= PC_reg;  
                branched_PC_reg <= branched_PC;  
                if (stall) begin
                    PC<=PC;
                end else if (branch) begin
                    PC <= branched_PC_reg;  
                end else begin
                    PC <= PC_4;  
                end
            end
    end
endmodule
```
==> impl.org <==
* Flow results

** Synthesis
- For reference, full adder, half adder and majority cells occupy 6.28% of the area reported after synthesis.
- For this run, the register share of the synthesized area comes to 55.0%.
- The synthesized design devotes to its leading area cell type 43.0% of total area.
- Most instantiated flip-flop cell in the synthesis netlist :: edfxtp_1
- Ys cells :: 600
- Per the synthesis report, the AND-OR/OR-AND share of the synthesized area is 18.6%.
- Top area cells in the synthesized netlist :: edfxtp_1 (43%), dfrtp_1 (12%), ha_1 (6.0%)
- In this run, synthesis inferred about 96 flip-flops with an integrated enable.
- Top comb family, area :: AND-OR/OR-AND gates
- After synthesis, the share of flip-flops with an asynchronous set or reset is 25.0%.
- Synthesis handed over a netlist of around 600 instances.
- The gate-level netlist out of Yosys references 67 unique cell types.
- The stat command in Yosys gives a chip area of 6700 sq um.
- Yosys reports the multiplexer fraction of the synthesized area as 0.953%.
- Yosys warnings :: 3
- Post-synthesis sequential element count :: 128
- A synthesized cell averages 11.2 sq um.
- Parity-gate share of the synthesized area counting xor and xnor cells :: ~3.4%
- Synthesized cell area :: between 6000 and 7000 sq um
- For reference, simple AND, OR, NAND and NOR cells occupy 13.2% of the area reported after synthesis.
- Per the synthesis report, the dominant area consumer among library cells is edfxtp_1.

** Worst setup path
- Data arrival time of the worst path :: 5.70 ns
- Master of the slowest instance on the critical path :: a221oi_2
- Largest incremental delay on the critical path :: 0.46 ns
- Per STA, the worst path accumulates the most delay in the family AND-OR/OR-AND gates.
- The setup path with the least slack is of type in -> reg.
- Looking at the reg2reg group, the worst path starts from PC_reg2[0]$_DFFE_PN_.
- Cell-by-cell listing of the critical path :: clkdlybuf4s50_1 -> ha_1 -> fa_1 -> a21o_1 -> a221oi_2 -> o21ai_0 -> a211oi_1 -> o21ai_1 -> xor2_1
- Worst Path Max Fanout :: 5
- In this run the critical register-to-register path is captured at branched_PC_reg[28]$_DFFE_PN_.
- Req. time, crit path :: 14.98 ns
- Startpoint types :: input port
- STA classifies the critical path endpoint as a register.
- The worst-case reg-to-reg setup slack stands at approximately 12 ns.
- Along the critical path, the tally of buffer and inverter instances is 1.
- STA shows the worst reg2reg path with a cell count of 8.

** Power
- For this design the ratio of total power to cell area is ~140 nW/um^2.
- For this design the static power due to leakage is approximately 3.0 nW.
- The worst-case IR drop observed on VDD is 0.0845 mV.
- Post-layout total power :: 0.00120 W

** CTS
- Maximum root-to-sink buffer count :: 2
- The clock tree synthesis step divided the H-tree into 4 levels.
- Post-CTS repair changed the size of 0 cells.
- Counting every sink on the clock net gives 128.
- The number of clock buffers added by TritonCTS is 17.
- The number of hold buffers added after CTS was 0.
- Clock-pin slew was measured on the worst setup and hold paths at ~0.060 ns.
- CTS root buffer :: clkbuf_16
- TritonCTS built the clock tree.
- Per the repair_timing log after CTS, setup buffers inserted total 0.
- Worst-skew pair later-pin latency :: 0.43 ns

** Routing
- Pre-antenna DRT Iters :: 5
- Antenna repair during routing inserted a diode count of 0.
- Total via count in the routed design :: 5,032
- Using the TritonRoute via totals, the vias-per-cell ratio works out to 5.26.
- Wirelength, routed :: 16.7 mm
- WL per Instance :: 17.5 microns
- # DRC :: 0
- The first routing iteration left 393 violations.
- Post-detailed-route count of antenna-violating nets :: 0

** Hold path
- Hold analysis shows the worst path with a depth of 0.
- Worst hold path endpoint :: PC_reg2[31]$_DFFE_PN_
- Hold wc startpoint :: PC_reg[31]$_DFFE_PN_
- The tightest min-delay check is of the reg -> reg type.

** Floorplanning
- Row Count :: 54
- The die covers 22,900 sq um.
- Overall die width :: 151 microns
- I/O pin count :: 68
- The share of the core area taken by cells at floorplan is between 30% and 40%.
- Floorplan Core Area :: 21,800 sq um
- Y dimension of the die :: roughly 150 microns

** Timing
- Relative slew margins :: 37.9%
- The final timing report lists a hold violation count of 0.
- The final max-slew violation count recorded for this run is 0.
- For the final database, setup skew stands at 0.0177 ns.
- Max Freq :: 0.181 GHz
- Sum of negative setup slack :: 0 ns
- The smallest clock period supported by the final layout is computed as 5.52 ns.
- The final timing report counts setup violations totalling 0.
- Period Utilization, post-route :: between 30% and 40%
- Looking at the max-slew report, the worst-margin pin has a slew of 0.923 ns.
- Setup repair after global routing missed its margin :: no

** Placed design
- Port Buf Inserts :: 67
- The number of placed instances, taps included, is 924.
- In the placement report, post-DP HPWL is listed as between 10 and 15 mm.
- At the end of routability-driven placement, the weighted congestion stood at approximately 0.91.

** GRT
- In the global route stage, overall resource usage came out at 15.7%.
- The via count of the first global-routing pass is 4,865.
- Entering global routing, the biggest net connects 57 pins.
- The first global-routing pass estimated ~26 mm of wire.
- Antenna violations before repair :: 0
- Global route total overflow :: 0

** Finish
- The library cell used most frequently in the layout, excluding fill and tap cells, is edfxtp_1.
- The register with the most flip-flops in the layout has between 60 and 70 of them.
- Ranking logic cells in the layout by count gives the top entries edfxtp_1 (96), clkdlybuf4s50_1 (66), o21ai_0 (54), a21oi_1 (50), nor2_1 (43).
- The post-route netlist has 7.84% of its cells at a drive strength greater than 1.
- In this run the layout overhead on the synthesized area is reported as 24.2%.
- The final layout report lists a filler cell count of 2,059.
- Final instance count without filler cells :: 956
- Footprint of the multi-input gates :: roughly 2800 sq um
- Across the whole layout, storage elements account for 3680 sq um.

** Run
- OpenROAD warnings :: 25
- Number of maximum-capacitance violations :: 0

** Status
- The flow ran to the end, and the final reports show no timing, DRC or antenna violations.
## worst max-delay path by stage
| stage | slack (ns) | depth (start not counted) | start | endpoint |
|---|---|---|---|---|
| 4_1_cts | 9.28 | 9 | branch_offset[0] | branched_PC_reg[28]$_DFFE_PN_ |
| 5_1_grt | 9.08 | 9 | branch_offset[0] | branched_PC_reg[28]$_DFFE_PN_ |
| 6_report | 9.28 | 9 | branch_offset[0] | branched_PC_reg[28]$_DFFE_PN_ |
## per-stage QoR
step	worst slack, ns	area, sq um	hold WS (ns)	util, %
after floorplan	8.60	6700	0.400	-
after detailed placement	8.82	7630	0.405	34.9
final	9.28	8310	0.414	38.1
after global routing	9.08	8310	0.422	38.1
after CTS	9.28	8310	0.415	38.1
after global placement	8.86	7630	0.401	34.9
## routing by layer
metal / GRT usage, % / vias up / wire length, microns
li1: - / 2435 / -
met5: 0 / - / 0
met3: 4.52 / 19 / 1400
met1: 24.1 / 2394 / 7590
met2: 23.4 / 184 / 7500
met4: 2.45 / 0 / 250
## worst register-to-register path: cells and delay by family (launching register included)
kind / cells / cell delay, ns
compound gates: 5 / 1.54
flops: 1 / 0.38
fa+ha+maj: 2 / 0.64
xor+xnor: 1 / 0.15
## cells in the mapped netlist, types with 5 or more instances
library cell   n
edfxtp_1      96
o22a_1         8
clkbuf_1      15
buf_2          5
nand3_1       21
xor2_1        12
a21o_1        14
nand2_1       32
a21oi_1       50
a211oi_1       5
a32oi_1        5
nor4_1         8
o21bai_1       6
ha_1          32
a31oi_1        8
inv_1         15
xnor2_1       14
nor2_1        43
dfrtp_1       32
nor3_1        19
o21ai_0       54
o22ai_1        5
nand4_1       11
a22oi_1        7
## power by group
group	switching (W)	leakage (nW)	internal, W
combinational	0.000107	1.38	0.000101
sequential	0.0000464	1.31	0.000455
clock	0.000159	0.327	0.000332
## logic make-up (layout without fill, tap and decap cells)
family                     after synthesis  in the layout
and+or+nand+nor                        170            170
AOI/OAI and AO/OA                      195            195
xor gates and xnor gates                26             26
adders and majority gates               33             33
DFF                                    128            128
buffers and inverters                   42            118
muxes                                    6              6
## area by class of cell
type | count | share of cell area, %
clock inverter | 15 | 3.16
multi-input combinational | 430 | 34.1
tap | 280 | 4.21
inverter | 15 | 0.707
clock buffer | 17 | 5.12
timing repair buffer | 71 | 8.37
sequential | 128 | 44.3
Power is estimated from default activity; no workload was simulated.
