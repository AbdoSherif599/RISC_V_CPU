==> design/flow/design.v <==
module Register_file(
    input clk,
    input rst,
    input [4:0] read_reg1,
    input [4:0] read_reg2,
    input [4:0] write_reg,
    input [31:0] write_data,
    input reg_write,
    output reg [31:0] read_data1,
    output reg [31:0] read_data2
);
    reg [31:0] registers [31:0];  
    always @(posedge clk or posedge rst) begin
        if (rst) begin
            integer i;
            for (i = 0; i < 32; i = i + 1) begin
                registers[i] <= i;
            end
        end else if (reg_write && write_reg != 5'b00000) begin
            registers[write_reg] <= write_data;
        end
    end
    always @(*) begin
        read_data1 = (read_reg1 != 5'b00000) ? registers[read_reg1] : 32'h00000000;
        read_data2 = (read_reg2 != 5'b00000) ? registers[read_reg2] : 32'h00000000;
    end
endmodule
==> design/flow/run.sh <==
#!/bin/bash
# OpenROAD 26Q1-2900-gdf79404cd8, Yosys 0.63+post, stock flow scripts
make -C /OpenROAD-flow-scripts/flow DESIGN_CONFIG=/design/flow/config.mk WORK_HOME=/design/flow/orfs finish
==> design/flow/config.mk <==
export PLATFORM = sky130hd
export DESIGN_NAME = Register_file
export DESIGN_NICKNAME = Register_file
export VERILOG_FILES = /design/flow/design.v
export SDC_FILE = /design/flow/constraint.sdc
export NUM_CORES = 4
export LEC_CHECK = 1
export CORE_UTILIZATION = 50
==> design/flow/constraint.sdc <==
current_design Register_file

set clk_period 9.7
set clk_io_pct 0.2

create_clock -name clk0 -period $clk_period [get_ports {clk}]

set non_clock_inputs [all_inputs -no_clocks]
set_input_delay [expr $clk_period * $clk_io_pct] -clock clk0 $non_clock_inputs
set_output_delay [expr $clk_period * $clk_io_pct] -clock clk0 [all_outputs]
==> impl_metrics.toml <==
# implementation run metrics
[detailed_routing]
vias_per_cell = 7.88
drt_iter0_drc = 6023
ant_nets = 0
first_pass_iters = 10
vias = 44300
routedWlPerCell_um = 46.4
wirelength_mm = 261
drcViolationCount = 0

[grt]
grt.total_usage = 0.537
grt_pass1_vias = 43100
grt_overflow = 0
grt_max_degree = 110
grt_pass1_wl_mm = 356
antenna_found_initial = 25

[setup_path]
slowest_delay_ps = 830
worstPathArrival_ps = 6500
cp.required_ps = 7760
crit_slowest_cell = "and2_2"
startpoint_type = "input port"
path_class = "input port to output pin"
crit_path_cell_trace = "clkdlybuf4s50_1 -> nor2b_4 -> buf_4 -> and2_2 -> buf_4 -> a2111oi_0 -> nand4_1 -> or4_1 -> clkdlybuf4s50_1"
end_kind = "output pin"
worst-path-max-fanout = 18

[sta]
post-route-worst-setup-slack_ps = 1260
clock_skew_ps = 0
maxSlewHeadroom = 0.239
finalSetupViolations = 0
fmax_ghz = 0.119
rsz0062_at_grt = "false"
holdWs_ps = 503
finalCritPeriodShare = 0.870
slew_viol_final = 0
hold_violations = 0
worst_pin_slew_ps = 1140
period_minus_slack_ps = 8440
fin_setup_tns_ps = 0

[place]
io_buffers = 113
dp_hpwl_mm = 155
finalWeightedCongestion = 1.03
pre_cts_ws_ps = 1590
placed_cell_area_um2 = 53300

[pwr]
p_leak_nw = 25.8
power_density_nw_per_um2 = 206
worst_ir_drop_vdd_mv = 0.144

[final_layout]
drive_gt1_frac = 0.371
largest_reg_flops = 992
fillCellCount = 8198
final_util = 0.577
top_regs = "registers x992"
regMostFlops = "registers"
area_delta_synth_final_pct = 13.6
stdcell_area_um2 = 57000

[synth]
ys_seq_frac = 0.497
edf_count = 0
ys.flop_type = "dfrtp_1"
synth_area_um2 = 50200
syn_area_per_cell_um2 = 11.9
ys_warn_count = 2
synthCells = 4226
async_reset_ff_frac = 1.00
ys_top_cells_by_count = "mux2_2, dfrtp_1, a22oi_1"
area_leaders = "dfrtp_1, mux2_2, a22oi_1, and3_1, dfstp_2"
top_cell = "mux2_2"
yosys_cells = 4226
yosysTopAreaCell = "dfrtp_1"
synthDistinctLibCells = 51
synth_flops = 992
yosys_area_um2 = 50200
top_area_frac = 0.455

[floorplanning]
die_area_um2 = 102000
initCoreUtil = 0.508
dieHeight_um = 319
io_pins = 114
core_um2 = 98900
row_count = 115
die_w_um = 319

[hold_path]
hold_path_class = "register to register"

[clock_tree]
clock_path_buffers = 3
cts_sinks = 992
clk_latency_ps = 700
cts_tree = "done"
clkTransAtPathRegs_ps = 50
ctsHtreeMaxLevel = 3
cts_hold_buf = 0
cts-root-buf = "clkbuf_16"
cts_resized = 0
cts_setup_buffers = 0
cts_made_buffers = 108

[status]
status = "complete, no violations"

[job]
drv_cap = 0
warning_count = 42
==> cell type report <==
cell class	instances	area [um^2]	share of cell area
antenna	35	87.6	0.00154
clock buffer	159	3220	0.0564
timing repair buffer	330	2810	0.0493
clock inverter	40	432	0.00757
multi-input combinational	2779	23900	0.420
tap	1287	1610	0.0282
sequential	992	24900	0.437
inverter	1	7.51	0.000132
==> logic make-up (layout without fill, tap and decap cells) <==
family / Yosys count / in the layout / share of synthesized area
muxes: 1008 / 1008 / 0.226
DFF: 992 / 992 / 0.497
and+or+nand+nor: 938 / 938 / 0.109
AOI/OAI and AO/OA: 833 / 833 / 0.130
buffers and inverters: 455 / 530 / 0.0375
other: 0 / 35 / 0
==> layout by cell type, fill, tap and decap left out, types with 5 or more instances in the layout <==
master	Yosys	layout
a2111oi_0	97	97
a2111oi_1	5	5
a2111oi_2	12	12
a21oi_1	6	6
a222oi_1	19	19
a22o_1	13	13
a22oi_1	649	649
a32oi_1	10	10
and2_2	0	28
and3_1	361	355
and3_2	0	6
buf_4	4	213
bufinv_16	0	8
clkbuf_1	324	20
clkbuf_16	0	109
clkbuf_8	0	30
clkdlybuf4s50_1	0	113
clkinv_2	0	21
clkinvlp_4	0	9
dfrtp_1	912	912
dfstp_2	80	80
diode_2	0	35
mux2_1	16	16
mux2_2	989	989
nand2_1	73	61
nand2_2	0	8
nand2b_1	10	9
nand3_1	174	172
nand3b_1	9	9
nand4_1	115	115
nor2_1	51	10
nor2_4	0	40
nor2b_1	10	6
nor2b_4	3	7
nor3_2	0	7
nor3b_1	14	7
nor3b_2	0	7
o21ai_0	5	5
or4_1	62	62
==> where the power goes <==
part           leakage (nW)  switching [mW]  internal, mW
Combinational          11.5           0.779         0.875
Clock                  1.79            1.80          2.50
Sequential             12.5           0.801          4.99
==> worst max-delay path: cells and delay by family <==
kind | cells | cell delay [ps]
buffers and inverters | 4 | 2290
and+or+nand+nor | 4 | 1960
AOI/OAI and AO/OA | 1 | 220
==> path summary, 6_finish.rpt <==
path | start | to | slack [ps] | cells past startpoint
worst max-delay path | read_reg2[3] | read_data2[21] | 1260 | 9
max in group asynchronous | rst | registers[17][24] | 5550 | 5
worst min register to register | registers[19][12] | registers[19][12] | 500 | 1
worst max register to register | registers[29][20] | registers[29][20] | 8780 | 1
worst min-delay path | registers[19][12] | registers[19][12] | 500 | 1
min in group asynchronous | rst | registers[26][29] | 1590 | 2
==> layer usage <==
metal  global-route usage  up-vias  part of all wire
li1                     -    16400                 -
met1                0.681    22400              0.35
met2                0.693     4102              0.40
met3                0.337     1433              0.17
met4                0.335       26             0.087
met5               0.0392        -            0.0023
==> through the flow <==
step	std cells	total power [mW]
floorplan	4226	6.54
global placement	5389	7.39
detailed placement	5389	7.41
CTS	5588	11.7
global route	5593	12.0
finish	5623	11.7
Power and IR drop assume default switching activity.
